==> flow/run.sh <==
#!/bin/bash
# OpenROAD 26Q1-2900-gdf79404cd8, Yosys 0.63+post, stock flow scripts
make -C /OpenROAD-flow-scripts/flow DESIGN_CONFIG=/design/flow/config.mk WORK_HOME=/design/flow/orfs finish
==> flow/config.mk <==
export PLATFORM = sky130hd
export DESIGN_NAME = MyALU
export DESIGN_NICKNAME = MyALU
export VERILOG_FILES = /design/flow/design.v
export SDC_FILE = /design/flow/constraint.sdc
export NUM_CORES = 4
export LEC_CHECK = 1
export CORE_UTILIZATION = 40
export SYNTH_HDL_FRONTEND = slang
==> flow/constraint.sdc <==
current_design MyALU

set clk_period 15.1
set clk_io_pct 0.2

create_clock -name clk0 -period $clk_period

set non_clock_inputs [all_inputs -no_clocks]
set_input_delay [expr $clk_period * $clk_io_pct] -clock clk0 $non_clock_inputs
set_output_delay [expr $clk_period * $clk_io_pct] -clock clk0 [all_outputs]
==> flow/design.v <==
module MyALU(
    input [31:0] operand1,
    input [31:0] operand2,
    input [3:0] alu_select,
    output reg zero_flag,
    output reg [31:0] result
);
always @*
begin 
    case (alu_select)
        4'b0000:
        begin
            result = operand1 & operand2;  
        end
        4'b0001:
        begin
            result = operand1 | operand2;  
        end
        4'b0010:
        begin
            result = operand1 + operand2;  
        end
        4'b0110:
        begin
            result = operand1 - operand2;  
        end
        4'b0111:
        begin
            result = operand1 < operand2?1:0;  
        end
        default: 
        begin
            result=32'd0;
        end
    endcase
    zero_flag = result == 0;
end
endmodule
==> impl_metrics.toml <==
# physical design summary
[cells_and_area]
fin_util_pct = 48.8
nClkBuffers = 0
nFillCells = 1373
flops = 0
seq_area_um2 = 0
logic_area_um2 = 4840
drive_gt1_share_pct = 4.23
area_growth_pct = 18.0

[timing]
setup_viol = 0
tightest_slew_ps = 979
drv_slew = 0
hold-worst-slack_ps = 7240
hold_viol = 0
finalClockPeriodUsage_pct = 75.2
fin_crit_ps = 11360
slew_headroom_pct = 34.7
rsz0062_at_grt = "false"
tns_ps = 0
fmax_mhz = 88.0

[worst_setup_path]
crit_end = "zero_flag"
startpoint = "operand1[11]"
critical_path_arrival_ps = 8340
startpoint_type = "input pin"
cp_max_fo = 13
cp.required_ps = 12080
end_kind = "primary output"
setup.worst_path.class = "in -> out"

[route]
via_per_inst = 6.10
vias = 6407
drcViolationCount = 0
insertedDiodeCount = 0
drt_iter0_markers = 522
wl_per_cell_um = 19.6
dr.pass1.iters = 5
ant_nets = 0
wl_mm = 20.6

[logic_synthesis]
yosys-top-cells-area = "ha_1 23%, inv_1 6.7%, a21oi_1 6.3%"
avgSynthCellArea_um2 = 6.80
top_cell = "ha_1"
syn-instance-count = 812
top_area_cell = "ha_1"
synth_top_area_share_pct = 23.1
synth_cell_types = 88
syn_area_um2 = 5520
ys_warn_count = 0
top_cells_by_count = "102 x ha_1, 99 x inv_1, 69 x a21oi_1"
ys_cells = 812
yosysChipArea_um2 = 5520
yosysSeqAreaShare_pct = 0

[global_route]
track_usage_pct = 29.2
overflow = 0
grt_max_degree = 40
grt_pass1_vias = 5956
grt_pass1_wl_mm = 32.6
antenna_found_initial = 0

[cts]
hold_buffers = 0
cts-resized-gates = 0
cts_setup_buffers = 0

[placement]
hpwl_mm = 16.6
gp_congestion = 0.977
port_buffers = 101

[die]
die_area_um2 = 14300
dieHeight_um = 120
die_x_um = 120
io_pins = 101
rows = 42
core_area_um2 = 13300
fp_util_pct = 41.4

[power]
power_density_nw_per_um2 = 36.1
ir_drop_v = 0.0000165
power_uw = 235
p_leak_nw = 2.86

[job]
maxCapViolations = 0
warnings = 102

[min_path]
hp-class = "in -> out"

[run_status]
status = "complete, no violations"
==> stage by stage <==
stage	setup slack [ps]	std cells	instance area (µm²)
detailed placement	3820	1051	6520
global placement	3830	1051	6520
finish	3740	1051	6520
global route	3420	1051	6520
floorplan	5910	812	5520
CTS	3810	1051	6520
==> critical path, cell delays in order <==
cell and delay [ps]:
clkdlybuf4s50_1 530, inv_1 60, ha_1 600, and4_1 340, nand4_1 110, a21oi_1 470
o311ai_1 280, and2_1 250, o41ai_1 780, a221oi_2 130, mux2i_1 180, a2111oi_0 420
or4b_1 500, nor4_2 160, clkdlybuf4s50_1 490
==> layout by cell type, fill, tap and decap left out, types with 4 or more instances in the layout <==
cell type        instances
inv_1                   99
nor2_1                  60
clkdlybuf4s50_1        101
a211o_1                  6
o21a_1                   8
a211oi_1                17
o31ai_1                 13
nor2b_1                  9
ha_1                   102
a221oi_1                 6
buf_4                    9
o21ai_1                  5
o221ai_1                 4
o41ai_1                  4
nand4_1                 11
and4_1                   4
a31oi_1                 10
o22ai_1                 13
o2111ai_1                4
nand2b_1                 6
and3_1                   4
a21o_1                  12
nand3_1                 18
o21ai_0                 45
o211ai_1                20
xnor2_1                 12
o31a_1                   6
mux2i_1                  9
a21oi_1                 69
nand2_1                 55
or3_1                    8
nor3_1                  27
o21bai_1                 9
nor4_1                  12
==> cells by family (layout without fill, tap and decap cells) <==
family          count (synthesis)  after routing  share of synthesized area, %
compound gates                297            297                          37.4
simple gates                  238            238                          22.1
buf+inv                       148            211                          12.4
fa+ha+maj                     104            104                          23.8
xor+xnor                       13             13                          2.06
mux                            12             12                          2.24
==> worst min path at each step <==
| stage | start | end | slack (ps) | cells past startpoint |
|---|---|---|---|---|
| 6_report | operand2[31] | result[0] | 7240 | 5 |
| 4_1_cts | operand2[31] | result[0] | 7260 | 5 |
| 5_1_grt | operand2[31] | result[0] | 7310 | 5 |
==> layout make-up <==
cell class / count / share of cell area (%)
Timing Repair Buffer: 110 / 16.5
Multi-Input combinational cell: 664 / 74.3
Inverter: 101 / 5.82
Tap cell: 176 / 3.38
==> layer usage <==
metal	vias to the layer above	global-route usage (%)	wire [µm]
met5	-	0	0
met4	0	6.33	497
met3	30	3.01	1440
met2	272	44.8	8910
met1	2980	44.0	9750
li1	3125	-	-
==> power breakdown <==
group | switching, mW | internal (mW)
logic | 0.137 | 0.0985
clock network | 0 | 0
registers | 0 | 0
No activity file was given, so power comes from the tool's default toggle rates.
